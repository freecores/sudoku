--- flow/design.v ---
module minPiece( 
   minPoss, minIdx,
   clk, rst, inGrid
   );
   input clk;
   input rst;
   input [728:0] inGrid;
   output [3:0]  minPoss;
   output [6:0]  minIdx;
   reg [3:0] 	 r_minPoss;
   reg [6:0] 	 r_minIdx;
   assign minPoss = r_minPoss;
   assign minIdx = r_minIdx;
   wire [8:0] 	 grid2d [80:0];
   wire [6:0] 	 gridIndices [80:0];
   wire [3:0] 	 gridPoss [80:0];
   genvar 	 i;
   generate
      for(i=0;i<81;i=i+1)
	begin: unflatten
	   assign grid2d[i] = inGrid[(9*(i+1))-1:9*i];
	   assign gridIndices[i] = i;
	   countPoss cP (.clk(clk), .rst(rst), .in(grid2d[i]), .out(gridPoss[i]));
	end
   endgenerate
   wire [6:0] 	 stage1_gridIndices [39:0];
   wire [3:0] 	 stage1_gridPoss [39:0];
   generate
      for(i=0;i<40;i=i+1)
	begin: stage1
	   cmpPiece cP_stage1
	    (
	     .outPoss(stage1_gridPoss[i]),
	     .outIdx(stage1_gridIndices[i]),
	     .inPoss_0(gridPoss[2*i]),
	     .inIdx_0(gridIndices[2*i]),
	     .inPoss_1(gridPoss[2*i+1]),
	     .inIdx_1(gridIndices[2*i+1])
	     );
	end
   endgenerate
   wire [6:0] 	 stage2_gridIndices [19:0];
   wire [3:0] 	 stage2_gridPoss [19:0];
   generate
      for(i=0;i<20;i=i+1)
	begin: stage2
	   cmpPiece cP_stage2
	    (
	     .outPoss(stage2_gridPoss[i]),
	     .outIdx(stage2_gridIndices[i]),
	     .inPoss_0(stage1_gridPoss[2*i]),
	     .inIdx_0(stage1_gridIndices[2*i]),
	     .inPoss_1(stage1_gridPoss[2*i+1]),
	     .inIdx_1(stage1_gridIndices[2*i+1])
	     );
	end
   endgenerate
   wire [6:0] 	 stage3_gridIndices [9:0];
   wire [3:0] 	 stage3_gridPoss [9:0];
   generate
      for(i=0;i<10;i=i+1)
	begin: stage3
	   cmpPiece cP_stage3
	    (
	     .outPoss(stage3_gridPoss[i]),
	     .outIdx(stage3_gridIndices[i]),
	     .inPoss_0(stage2_gridPoss[2*i]),
	     .inIdx_0(stage2_gridIndices[2*i]),
	     .inPoss_1(stage2_gridPoss[2*i+1]),
	     .inIdx_1(stage2_gridIndices[2*i+1])
	     );
	end
   endgenerate
   wire [6:0] 	 stage4_gridIndices [4:0];
   wire [3:0] 	 stage4_gridPoss [4:0];
   generate
      for(i=0;i<5;i=i+1)
	begin: stage4
	   cmpPiece cP_stage4
	    (
	     .outPoss(stage4_gridPoss[i]),
	     .outIdx(stage4_gridIndices[i]),
	     .inPoss_0(stage3_gridPoss[2*i]),
	     .inIdx_0(stage3_gridIndices[2*i]),
	     .inPoss_1(stage3_gridPoss[2*i+1]),
	     .inIdx_1(stage3_gridIndices[2*i+1])
	     );
	end
   endgenerate
   wire [6:0] 	 stage5_gridIndices [1:0];
   wire [3:0] 	 stage5_gridPoss [1:0];
   generate
      for(i=0;i<2;i=i+1)
	begin: stage5
	   cmpPiece cP_stage5
	    (
	     .outPoss(stage5_gridPoss[i]),
	     .outIdx(stage5_gridIndices[i]),
	     .inPoss_0(stage4_gridPoss[2*i]),
	     .inIdx_0(stage4_gridIndices[2*i]),
	     .inPoss_1(stage4_gridPoss[2*i+1]),
	     .inIdx_1(stage4_gridIndices[2*i+1])
	     );
	end
   endgenerate
   wire [6:0] stage6_gridIndices_A;
   wire [3:0] stage6_gridPoss_A;
   cmpPiece cP_stage6_A
     (
      .outPoss(stage6_gridPoss_A),
      .outIdx(stage6_gridIndices_A),
      .inPoss_0(stage5_gridPoss[0]),
      .inIdx_0(stage5_gridIndices[0]),
      .inPoss_1(stage5_gridPoss[1]),
      .inIdx_1(stage5_gridIndices[1])
      );
   wire [6:0] stage6_gridIndices_B;
   wire [3:0] stage6_gridPoss_B;
   cmpPiece cP_stage6_B
     (
      .outPoss(stage6_gridPoss_B),
      .outIdx(stage6_gridIndices_B),
      .inPoss_0(stage4_gridPoss[4]),
      .inIdx_0(stage4_gridIndices[4]),
      .inPoss_1(gridPoss[80]),
      .inIdx_1(gridIndices[80])
      );
   wire [6:0] stage7_gridIndices;
   wire [3:0] stage7_gridPoss;
   cmpPiece cP_stage7
     (
      .outPoss(stage7_gridPoss),
      .outIdx(stage7_gridIndices),
      .inPoss_0(stage6_gridPoss_A),
      .inIdx_0(stage6_gridIndices_A),
      .inPoss_1(stage6_gridPoss_B),
      .inIdx_1(stage6_gridIndices_B)
      );
   always@(posedge clk)
     begin
	if(rst)
	  begin
	     r_minIdx <= 7'd0;
	     r_minPoss <= 4'hf;
	  end
	else
	  begin
	     r_minIdx <= stage7_gridIndices;
	     r_minPoss <= stage7_gridPoss;
	  end
     end  
endmodule
module cmpPiece( 
   outPoss, outIdx,
   inPoss_0, inIdx_0, inPoss_1, inIdx_1
   );
   input [3:0] inPoss_0;
   input [6:0] inIdx_0;
   input [3:0] inPoss_1;
   input [6:0] inIdx_1;
   output [3:0] outPoss;
   output [6:0] outIdx;
   wire 	w_cmp = (inPoss_0 < inPoss_1);
   assign outPoss = w_cmp ? inPoss_0 : inPoss_1;
   assign outIdx = w_cmp ? inIdx_0 : inIdx_1;
endmodule  
module countPoss(clk,rst,in,out);
   input [8:0] in;
   input       clk;
   input       rst;
   output [3:0] out;
   reg [3:0] 	r_out;
   assign out = r_out;
   wire [3:0] 	w_cnt;
   one_count9 c0(in, w_cnt);
   wire [3:0] w_out = (w_cnt == 4'd1) ? 4'd15 : w_cnt;
   always@(posedge clk)
     begin
	r_out <= rst ? 4'd15 : w_out;
     end
endmodule
--- flow/run.sh ---
#!/bin/bash
# OpenROAD 26Q1-2900-gdf79404cd8, Yosys 0.63+post, stock flow scripts
make -C /OpenROAD-flow-scripts/flow DESIGN_CONFIG=/design/flow/config.mk WORK_HOME=/design/flow/orfs finish
--- flow/config.mk ---
export PLATFORM = sky130hd
export DESIGN_NAME = cmpPiece
export DESIGN_NICKNAME = cmpPiece
export VERILOG_FILES = /design/flow/design.v
export SDC_FILE = /design/flow/constraint.sdc
export NUM_CORES = 4
export LEC_CHECK = 1
export CORE_AREA = 10 10 70 70
export DIE_AREA = 0 0 80 80
--- flow/constraint.sdc ---
current_design cmpPiece

set clk_period 2.8
set clk_io_pct 0.2

create_clock -name clk0 -period $clk_period

set non_clock_inputs [all_inputs -no_clocks]
set_input_delay [expr $clk_period * $clk_io_pct] -clock clk0 $non_clock_inputs
set_output_delay [expr $clk_period * $clk_io_pct] -clock clk0 [all_outputs]
==> summary.txt <==
Status -> complete, no violations
Fin crit period -> 2.73 ns
Flop Count -> 0
Post-Syn Area -> 206 um^2
Setup-failing EPs final -> 0
Clock buffer count -> 0
Share of layout cells above drive strength 1 -> 47.6%
Gate Area -> 231 um^2
Fin area -> 671 um^2
Mean post-synth cell area -> 9.38 um^2
Register area share after synthesis -> 0%
Yosys chip area -> 206 um^2
Crit path DAT -> 2.17 ns
Hold crit path type -> input port to primary output
WP data required -> 2.24 ns
Synth area leaders -> mux2_2 (55%), ha_1 (18%), o21ai_4 (7.9%), inv_1 (5.5%), nor3b_1 (3.6%)
Top cell area share -> 54.5%
Routed WL -> 1190 um
RSZ-0062 raised after global routing -> yes
Overflow after GRT -> 0
Final Hold Viols -> 0
Initial DRC Count -> 2
Tool warnings -> 33
Synth warnings -> 0
Cells after Synth -> 22
Final ANT Viol Nets -> 0
# port buffers -> 33
Overall routing resource usage -> 3.53%
Worst hold slack -> 1.55 ns
First-pass GRT wire length -> 1820 um
Cell Type Count -> 9
Power per cell area -> 189 nW/um^2
Critical setup path kind -> input port to primary output
Area leader, netlist -> mux2_2
Vias per inst -> 3.17
Placer Congestion -> 0.794
Peak supply drop -> 0.0673 mV
Via count -> 346
Fmax -> 367 MHz
DRC -> 0
Area occupied by registers -> 0 um^2
Vias in the first global route -> 419
Setup crit start kind -> input port
# IOs -> 33
Commonest Layout Cell -> clkdlybuf4s50_1
FILL cells -> 393
Largest net degree at the start of global routing -> 6
Max-slew violations -> 0
Max-cap violations -> 0
# Cells Yosys -> 22
DR WL/cell -> 10.9 um
Worst Tran Pin Value -> 0.293 ns
Post-Place Cells -> 105
Worst setup path endpoint -> outPoss[0]
Pleak -> 0.284 nW
Final worst-path setup slack -> 0.0722 ns
Crit-path max FO -> 4
Die Size -> 6400 um^2
Fp_density -> 6.04%
Relative slew slack -> 80.4%
Worst Setup End Kind -> primary output
Die H -> 80 um
Hold_buf cts -> 0
Row cnt -> 21
Area delta synth->final -> 225%
Most frequent cells in the layout -> clkdlybuf4s50_1 (17), mux2_2 (8), dlygate4sd2_1 (8)
Dpl hpwl -> 1010 um
Final cell count without fillers -> 109
Drt pass-1 iters -> 2
Critical Path Source -> inPoss_1[1]
Final period util -> 97.4%
Core ar. -> 3420 um^2
Pre-CTS setup slack -> -0.406 ns
Antenna Diode Count -> 0
Chip width -> 80 um
Initial antenna violation count -> 0
Placed cell area -> 637 um^2
## through the flow
step	setup TNS (ns)	utilization (%)	power, W
after detailed placement	-3.97	18.6	0.000120
after CTS	0	19.6	0.000123
after floorplan	0	-	0.0000328
final	0	19.6	0.000127
after global routing	-0.0214	19.6	0.000139
after global placement	-3.66	18.6	0.000120
## synthesized netlist by cell type (all sizes together)
cell / number
mux2: 10
nor3b: 1
ha: 3
o21ai: 2
a21oi: 1
nand2: 1
o211ai: 1
inv: 3
## power breakdown
group | switching, W | internal, W
Combinational | 0.0000357 | 0.0000912
Clock | 0 | 0
Sequential | 0 | 0
## what timing repair did
| action | CTS | global route |
|---|---|---|
| buffers inserted | 3 | 1 |
| resized | 27 | 13 |
| gates cloned | 0 | 0 |
| pin swaps | 5 | 5 |
| setup endpoints to repair | 11 | 7 |
## worst min-delay path by stage
stage	start	end	slack, ns	depth (start not counted)
after global routing	inPoss_1[2]	outPoss[2]	1.59	3
after CTS	inPoss_1[2]	outPoss[2]	1.66	3
final	inPoss_0[2]	outPoss[2]	1.55	3
## worst max-delay path: stages
cell and delay [ns]:
buf_2 0.10, inv_2 0.04, ha_4 0.25, o211ai_1 0.14, o21ai_4 0.27, mux2_2 0.36
clkdlybuf4s50_1 0.45
## cell families after synthesis
kind of cell | synth area share [%]
compound gates | 16.4
simple gates | 5.45
mux | 54.5
fa+ha+maj | 18.2
buf+inv | 5.45
## layout make-up
| class | instances | share of cell area (%) |
|---|---|---|
| repair buffers | 41 | 55.2 |
| multi-input cells | 19 | 34.5 |
| well taps | 46 | 8.58 |
| inverters | 3 | 1.68 |
## layer usage
layer / share of wire [%] / vias to the layer above / track usage [%]
li1: - / 165 / -
met1: 46 / 148 / 4.35
met2: 28 / 33 / 4.33
met3: 26 / 0 / 3.75
met4: 0 / 0 / 0
met5: 0 / - / 0
Power figures rest on the tool's default switching activity, not on a simulated workload.
